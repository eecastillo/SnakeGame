==> design.v <==
`timescale 1ns / 1ps
module ManejoSnake(
	input [7:0] tierras,
	input [7:0] voltajes,
	input reset,
	input clk,
	input start,
	output reg [15:0] led
    );
	reg [3:0] estado;
	always @(posedge clk,posedge reset)
	begin
		if(reset)
			begin
				estado<=8;
				led<=16'b1101111111000000;
			end
		else
			begin
			case(estado)
				0: begin
					led[7:0] <=	 8'b11000000;
					led[15:8] <= 8'b11011111; 
						estado <= estado + 1;
				end
				1: begin
					led[7:0] <=	 8'b01100000;
					led[15:8] <= 8'b11011111; 
						estado <= estado + 1;
				end
				2: begin
					led[7:0] <=	 8'b00110000;
					led[15:8] <= 8'b11011111; 
						estado <= estado + 1;
				end
				3: begin
					led[7:0] <=	 8'b00011000;
					led[15:8] <= 8'b11011111; 
						estado <= estado + 1;
				end
				4: begin
					led[7:0] <=	 8'b00001100;
					led[15:8] <= 8'b11011111; 
						estado <= estado + 1;
				end
				5: begin
					led[7:0] <=	 8'b00000110;
					led[15:8] <= 8'b11011111; 
						estado <= estado + 1;
				end
				6: begin
					led[7:0] <=	 8'b00000011;
					led[15:8] <= 8'b11011111; 
						estado <= estado + 1;
				end
				7: begin
					led[7:0] <=	 8'b10000001;
					led[15:8] <= 8'b11011111; 
						estado <= 0;
				end
				8: begin
					if(start) estado <= 0;
					else estado <= 8;
				end
				default: begin
					estado<=0;
					led[7:0] <=	 8'b11000000;
					led[15:8] <= 8'b11011111; 
					end
			endcase
		end
	end
endmodule
==> run.sh <==
#!/bin/bash
# OpenROAD 26Q1-2900-gdf79404cd8, Yosys 0.63+post, stock flow scripts
make -C /OpenROAD-flow-scripts/flow DESIGN_CONFIG=/design/flow/config.mk WORK_HOME=/design/flow/orfs finish
==> config.mk <==
export PLATFORM = sky130hd
export DESIGN_NAME = ManejoSnake
export DESIGN_NICKNAME = ManejoSnake
export VERILOG_FILES = /design/flow/design.v
export SDC_FILE = /design/flow/constraint.sdc
export NUM_CORES = 4
export LEC_CHECK = 1
export CORE_AREA = 10 10 72 72
export DIE_AREA = 0 0 82 82
==> constraint.sdc <==
current_design ManejoSnake

set clk_period 2.2
set clk_io_pct 0.2

create_clock -name clk0 -period $clk_period [get_ports {clk}]

set non_clock_inputs [all_inputs -no_clocks]
set_input_delay [expr $clk_period * $clk_io_pct] -clock clk0 $non_clock_inputs
set_output_delay [expr $clk_period * $clk_io_pct] -clock clk0 [all_outputs]
==> summary.txt <==
Status on the layout run. The flow ran to the end, and the final reports show no timing, DRC or antenna violations. Nets still carrying antenna violations after routing amount to 0. TritonCTS built the clock tree. Hold buffer count at CTS landed at 0. Per the detail_route report, vias per standard cell equal a little under 4. Per the log, the first TritonRoute iteration ended with a DRC count of 38.

Counting pins that exceed their max-slew limit in the final report gives 0. In this run the tools logged warnings totalling approximately 44. In the global route stage, met2 resource usage came out at 0.0627.

Number of post-CTS setup repair buffers landed at 0. The post-synth count of flops with an enable pin is 0. The number of gates resized after CTS was 0. Of all cell types, the one taking the most synthesized area is dfrtp_1. Entering global routing, the biggest net connects 13 pins. Per the Yosys statistics, synthesis produced 69 cells. Based on the critical path, the design can be clocked at up to between 0.5 and 0.6 GHz. In the synthesized netlist the dominant register cell turns out to be dfrtp_1.

The main area contributors are dfrtp_1, dfstp_2, buf_4. Average wire per cell in the routed design landed at 10.8 microns. Before antenna repair, the detailed router went through 3 iterations. The floorplan step records an initial core utilization of 0.197. The largest single stage delay on the critical path is 0.54 ns.

The clock net in this run drives a total of 12 sinks. Static leakage landed at 0.368 nW. Maximum buffer depth of the clock tree landed at 2.

Final antenna diode count landed at 0. Per the synth log, the flip-flop and latch total comes to 12. Sequential area share after synthesis landed at 0.418. In the setup report, the worst path falls into the class reg2out. The floorplan has 22 rows.

Setup repair after global routing left no endpoint under its margin. Critical-path maximum fanout landed at 2. The registers of the reported paths see a clock transition of 0.05 ns. Setup slack after layout landed at 0.529 ns.

The number of global-route vias before repair is 494. Looking at the clock tree report, the root buffer type is clkbuf_8. The global routing report lists met1 layer usage as 0.0481. Summing every instance area after synthesis gives ~730 sq um. Post-layout total power landed at ~1.1 mW. Walking the worst path, the cells encountered are clkdlybuf4s50_1. The script parses the final routing iteration and logs DRC violations as 0.

Global routing usage summed across all routing layers landed at 0.0407. The warning tally printed by Yosys for this design is 1. Detailed placer's ending HPWL landed at 1040 microns.

Total cell area reported by yosys after synthesis landed at 727 sq um. After detailed placement, the design holds a cell count of 122. The final timing report lists a hold violation count of 0. The number of antenna violations at the first check in global routing was 0. As logged by OpenROAD, the buffers inserted on ports number 10. The detailed router reported a total wirelength of 1360 microns. Post-synthesis to final-layout area growth landed at 19.4%. The critical path's slowest stage uses the library cell dfstp_2. Mean instance size in the synthesized netlist landed at 10.5 sq um.

Share of async-settable or async-resettable flops after synthesis landed at 1.00. Summed over all layers, the global routing overflow is 0. For this run the top cell type by instance count after synthesis was buf_4. Counting the buffers created by CTS gives 3. The number of buffers and inverters on the critical path is 1. Per the OpenROAD floorplan log, the area of the core is ~0.0037 sq mm. Power density over the cells landed at 1280 mW/mm^2. Across the run, the number of max-cap violations was 0.

Summed over all failing endpoints, the final setup total negative slack is 0 ns. The layout summary lists the proportion of cells stronger than drive strength 1 as 0.205. Synthesized netlist cell count landed at 69.

Total number of vias landed at 484. In this run the horizontal extent of the chip is 82 microns. The layer flagged by global routing as most heavily used is met2. The OpenROAD report gives the critical path a data arrival time of 1.23 ns.

On the critical path the largest part of the delay comes from flip-flops. Latest clock arrival within the worst-skew pair landed at 0.24 ns. Yosys reports that the most numerous cell types are buf_4, dfrtp_1, ha_1, nand2_1, nor2_1. STA classifies the critical path endpoint as an output port. 35 I/O pins were placed. Die area landed at 0.00672 sq mm. Total setup violations reported at the end of the flow landed at 0. First-pass GRT wire length landed at 2160 microns. The final timing summary puts the cycle share of the worst path at 0.759. Number of levels the H-tree was split into landed at 1. STA classifies the critical path startpoint as a flip-flop. Between clock sinks in the finished design, the worst skew comes to 0.00199 ns. The area fraction of the largest cell type after synthesis is 0.310. Worst-case setup slack after placement landed at 0.659 ns.

Required time of the critical path landed at roughly 1.8 ns. Final estimated routing congestion in global placement landed at just over 0.8. The worst VDD IR drop from the latest analysis is approximately 0.00033 V. In the global route stage, met3 resource usage came out at 0.0275.

Subtracting the final worst setup slack from the clock period gives 1.67 ns. Final non-filler cell total landed at 126. The most critical min-delay path falls under reg2reg.

The gate-level netlist out of Yosys references 29 unique cell types. The floorplan step set the die height to 82 microns.
-- stage by stage --
step / cell area (sq um) / hold WS (ns) / util
after floorplan: 749 / 0.303 / -
after global placement: 823 / 0.460 / 0.223
after detailed placement: 823 / 0.469 / 0.223
after CTS: 868 / 0.481 / 0.235
after global routing: 868 / 0.513 / 0.235
final: 868 / 0.475 / 0.235
-- per-layer routing --
| layer | vias up | wire [microns] |
|---|---|---|
| met5 | - | 0 |
| met4 | 0 | 0 |
| met3 | 0 | 172 |
| met2 | 15 | 593 |
| met1 | 235 | 595 |
| li1 | 234 | - |
-- final timing paths --
check	from	cells after the start	slack [ns]	end
max	led[6]	1	0.53	led[6]
min	led[2]	1	0.47	led[2]
max reg2reg	estado[0]	5	0.67	estado[3]
min reg2reg	led[2]	1	0.47	led[2]
max in group asynchronous	reset	2	1.34	led[7]
min in group asynchronous	reset	2	0.51	led[1]
-- cells in the final DEF (no fill, tap or decap), drive strengths merged, types with 2 or more instances in the layout --
cell           synthesis  layout
nor2                   4       4
nor3                   5       5
nor2b                  2       2
conb                   2       8
nand3                  2       2
nand2b                 2       2
dfstp                  3       3
clkbuf                 0       4
o21ai                  5       5
clkdlybuf4s50          0      10
inv                    4       4
a21oi                  3       3
dfrtp                  9       9
ha                     4       4
nand2                  4       4
-- registers in the layout, indices dropped and copies added, names as in the netlist --
| signal | flops |
|---|---|
| led | 8 |
| estado | 4 |
-- cell type report --
class                           count  area [sq um]
Inverter                            4          15.0
Sequential cell                    12           304
Multi-Input combinational cell     48           344
Clock buffer                        4          45.0
Timing Repair Buffer               10           100
Fill cell                         403          2820
Tap cell                           48          60.1
-- where the power goes --
| part | switching, mW | internal [mW] |
|---|---|---|
| Clock | 0.0758 | 0.127 |
| Sequential | 0.0776 | 0.322 |
| Combinational | 0.230 | 0.282 |
-- cell families (layout without fill, tap and decap cells) --
logic type / after synthesis / in the layout / synth area share
buffers and inverters: 15 / 18 / 0.139
flip-flops: 12 / 12 / 0.418
adder cells (fa/ha/maj): 4 / 4 / 0.0688
AND/OR/NAND/NOR: 22 / 22 / 0.227
AND-OR/OR-AND: 13 / 13 / 0.124
other: 2 / 8 / 0.0103
XOR/XNOR: 1 / 1 / 0.0121
Power is estimated from default activity; no workload was simulated.
